`constraint.sdc`:
```
current_design tic_tac_toe

set clk_period 3.9
set clk_io_pct 0.2

create_clock -name clk0 -period $clk_period [get_ports {clk}]

set non_clock_inputs [all_inputs -no_clocks]
set_input_delay [expr $clk_period * $clk_io_pct] -clock clk0 $non_clock_inputs
set_output_delay [expr $clk_period * $clk_io_pct] -clock clk0 [all_outputs]
```
`design.v`:
```
module tic_tac_toe (
    input logic clk,                 
    input logic reset,               
    input logic [3:0] position,      
    input logic player_select,       
    output logic current_turn,       
    output logic [1:0] game_status   
);
    parameter EMPTY = 2'b10;
    logic [1:0] board [8:0];
    logic [3:0] moves;               
    logic game_over;                 
    task initialize_game;
        integer i;
        begin
            for (i = 0; i < 9; i = i + 1) begin
                board[i] = EMPTY;    
            end
            current_turn = 1;        
            game_status = 2'b11;     
            moves = 0;               
            game_over = 0;           
        end
    endtask
    function logic check_win(input logic [1:0] player);
        begin
            check_win = 0;
            if ((board[0] == player && board[1] == player && board[2] == player) ||
                (board[3] == player && board[4] == player && board[5] == player) ||
                (board[6] == player && board[7] == player && board[8] == player)) begin
                check_win = 1;
            end
            else if ((board[0] == player && board[3] == player && board[6] == player) ||
                     (board[1] == player && board[4] == player && board[7] == player) ||
                     (board[2] == player && board[5] == player && board[8] == player)) begin
                check_win = 1;
            end
            else if ((board[0] == player && board[4] == player && board[8] == player) ||
                     (board[2] == player && board[4] == player && board[6] == player)) begin
                check_win = 1;
            end
        end
    endfunction
    always_ff @(posedge clk or posedge reset) begin
        if (reset) begin
            initialize_game();
        end else if (!game_over) begin
            if (board[position] == EMPTY && player_select == current_turn) begin
                board[position] = (current_turn) ? 2'b01 : 2'b00;  
                moves = moves + 1;
                if (check_win(board[position])) begin
                    game_status = (current_turn) ? 2'b01 : 2'b10;  
                    game_over = 1;
                end
                else if (moves == 9) begin
                    game_status = 2'b00;  
                    game_over = 1;
                end
                else begin
                    current_turn = ~current_turn;
                end
            end
        end
    end
endmodule
```
`config.mk`:
```
export PLATFORM = sky130hd
export DESIGN_NAME = tic_tac_toe
export DESIGN_NICKNAME = tic_tac_toe
export VERILOG_FILES = /design/flow/design.v
export SDC_FILE = /design/flow/constraint.sdc
export NUM_CORES = 4
export LEC_CHECK = 1
export CORE_AREA = 10 10 110 110
export DIE_AREA = 0 0 120 120
```
`run.sh`:
```
#!/bin/bash
# OpenROAD 26Q1-2900-gdf79404cd8, Yosys 0.63+post, stock flow scripts
make -C /OpenROAD-flow-scripts/flow DESIGN_CONFIG=/design/flow/config.mk WORK_HOME=/design/flow/orfs finish
```
==> notes.md <==
Results of the implementation run.

STA lists the endpoint of the worst register-to-register path as game_status[1]$_DFFE_PP1P_. The total cells reported by yosys after synthesis is 210. The floorplan step defined a die boundary enclosing 14400 um2. The normalized max-slew margin is 0.589. By startpoint and endpoint, the worst setup path is classified as in2reg. The floorplan-stage core utilization is 0.196.

Buffers inserted to repair hold after CTS numbered 0. The shortest period the worst path allows is 3270 ps. The first global-routing pass estimated 7.83 mm of wire. The number of DRC violations after detailed routing came out at 0. A synthesized cell averages 9.12 um2. The max-cap violation count came out at 0. The cell sequence reported for the critical path is clkdlybuf4s50_1, buf_4, o31ai_2, a211oi_1, o21ai_1, a22oi_1, nor4_1, o211ai_2, and3_1, a211o_1. The number of cells after detailed placement is 347. The maximum number of pins on one net before global-route repair is 32. TritonCTS built the clock tree. The data arrival time of the critical path came out at 3470 ps.

The flow reported a cell area power density of 258 nW/um2. The layout summary lists the proportion of cells stronger than drive strength 1 as 0.151. The cell count after synthesis is 210.

The worst hold slack is 482 ps. The via count of the first global-routing pass is 1439. Antenna repair during routing inserted a diode count of 0. The wire length per cell is 13.9 um. The flow ran to the end, and the final reports show no timing, DRC or antenna violations. In the synthesized netlist, the cells that appear most often are sky130_fd_sc_hd__dfrtp_1 (14), sky130_fd_sc_hd__dfstp_2 (12).

Setup repair after global routing left no endpoint under its margin. The number of detailed-routing iterations run before antenna repair came out at 4. The total non-filler cell area in the finished layout is 2240 um2. The congestion estimate from routability-driven global placement came to 0.946.

The first routing iteration left 141 violations. The yosys-reported design area after synthesis is 1910 um2. The overall power after layout came out at 0.578 mW. The delay contributed by the slowest stage of the critical path came out at 510 ps. The detailed router reported a total wirelength of 4.89 mm. The count of final setup violators is 0. The height of the die is 120 um. Counting the buffers created by CTS gives 3. STA classifies the critical path endpoint as a flop.

The number of cells in the finished layout apart from fillers came out at 351. STA classifies the critical path startpoint as an input port. Looking at the hold checks, the worst path lands on board[3][1]$_DFFE_PP1P_. The worst clock skew on the final layout is 13.8 ps. STA lists the startpoint of the worst hold path as board[3][1]$_DFFE_PP1P_. Summing all placed instances gives a cell area of 2170 um2. The final layout reports a setup TNS of 0 ps. The area growth from synthesis to layout is 16.9%. The startpoint of the worst register-to-register path is current_turn$_DFFE_PP1P_. Hold analysis shows the worst path with a depth of 1. Across all layers, the routed design uses 1611 vias.

The yosys synthesis warning count is 2. The tool warning count is 26. The number of flip-flops and latches in the synthesized netlist is 26. TritonCTS reports the number of clock sinks as 26. The largest driver fanout on the critical path is 21. Once detailed placement completed, the half-perimeter wirelength came to 3.61 mm. Clock latency on the worst-skew pair, taken at its later pin, is 280 ps. In the post-synthesis netlist, the cell with the most instances is sky130_fd_sc_hd__dfrtp_1. The setup slack on the worst flop-to-flop path is 1210 ps. Looking at the clock tree report, the root buffer type is sky130_fd_sc_hd__clkbuf_8. The final cycle utilization of the critical path came out at 0.838. The achievable clock frequency is 306 MHz. Counting along the longest clock path gives a buffer depth of 2. The report lists the number of cells resized after CTS as 0.

The hold violation total from the final report came out at 0. The clock slew at the register clock pins of the worst setup and hold paths came out at 90 ps. The commonest register cell after synthesis is sky130_fd_sc_hd__dfrtp_1. The floorplan step set the die width to 120 um. The number of cell rows is 36. Checking hold timing, the worst path is listed with class reg2reg.

During I/O placement, the number of pins put on the boundary was 10. CTS built an H-tree with a depth of 1. Per Yosys stat, the portion of area used by sequential elements is 0.348.

Sorting the synthesized cells by area gives the leading types as sky130_fd_sc_hd__dfrtp_1 (18%), sky130_fd_sc_hd__dfstp_2 (16%), sky130_fd_sc_hd__xor2_1 (5.0%). The count of buffers from port buffering is 9. The post-synth count of flops with an enable pin is 0. The area taken by flip-flops and latches came out at 666 um2. The floorplan core area came out at 9770 um2. Total global-route track usage over all layers is 0.0669. Data on the critical path is required at its endpoint by 4100 ps.

The count of distinct cell types in the synthesized netlist is 54. The actual transition at the worst max-transition pin came out at 607 ps. The initial antenna violation count is 0. The multi-input combinational cell area came out at 1130 um2. The async set-or-reset flop fraction in the synthesized netlist is 1.00. The final count of pins violating max slew is 0. In the routed layout, each cell is associated on average with a via count of 4.59. After global routing the overflow that remains totals 0. The cell depth of the worst flop-to-flop path came out at 8. The buffer count from post-CTS setup fixing came out at 0. The worst voltage drop across the vdd grid is 0.196 mV.

In this run the cell area of the synthesized design comes to 1910 um2. The cell at the slowest stage of the critical path is sky130_fd_sc_hd__o31ai_2. The number of fill cells is 1072. The area fraction of the largest cell type after synthesis is 0.183.

The leakage power came out at 0.908 nW. The post-route antenna net violation count came out at 0. The cell taking the most area after synthesis is sky130_fd_sc_hd__dfrtp_1.
## stage by stage
| step | util | worst slack [ps] |
|---|---|---|
| after global placement | 0.222 | 410 |
| after global routing | 0.229 | 421 |
| final | 0.229 | 632 |
| after floorplan | - | 1220 |
| after CTS | 0.229 | 663 |
| after detailed placement | 0.222 | 369 |
## final cells by class
cell class | instances | area share
well taps | 133 | 0.0744
multi-input cells | 159 | 0.507
repair buffers | 18 | 0.0705
flip-flops and latches | 26 | 0.298
inverters | 11 | 0.0185
clock inverters | 1 | 0.0134
clock buffers | 3 | 0.0185
## state kept, by name, indices dropped and copies added, names as in the netlist
name,flops
board,18
moves,4
game_status,2
current_turn,1
game_over,1
## report_power, final
group          internal (mW)  switching, mW  leakage, nW
registers              0.270       0.000140        0.283
clock network          0.137         0.0936       0.0357
logic                 0.0291         0.0476        0.589
## cell families after synthesis
| group | Yosys count | synth area share |
|---|---|---|
| muxes | 7 | 0.0366 |
| and+or+nand+nor | 65 | 0.203 |
| DFF | 26 | 0.348 |
| adders and majority gates | 2 | 0.0131 |
| buffers and inverters | 25 | 0.0595 |
| xor gates and xnor gates | 17 | 0.0778 |
| AOI/OAI and AO/OA | 68 | 0.262 |
## worst max-delay path by stage
stage / depth (start not counted) / endpoint / start
4_1_cts: 10 / game_status[1]$_DFFE_PP1P_ / position[0]
5_1_grt: 10 / game_status[1]$_DFFE_PP1P_ / position[0]
6_report: 10 / game_status[1]$_DFFE_PP1P_ / position[0]
## layer usage
layer	part of all wire	GRT usage	vias up
met3	0.059	0.0109	4
li1	-	-	787
met2	0.45	0.102	42
met1	0.48	0.100	778
met4	0.011	0.00754	0
met5	0	0	-
## layout by cell type (no fill, tap or decap), types with 2 or more instances in the layout
| cell | netlist | routed |
|---|---|---|
| sky130_fd_sc_hd__nor3b_1 | 2 | 2 |
| sky130_fd_sc_hd__dfstp_2 | 12 | 12 |
| sky130_fd_sc_hd__a211o_1 | 2 | 2 |
| sky130_fd_sc_hd__nand2b_1 | 3 | 3 |
| sky130_fd_sc_hd__xnor2_1 | 6 | 6 |
| sky130_fd_sc_hd__nand3b_1 | 5 | 5 |
| sky130_fd_sc_hd__o21ai_0 | 11 | 11 |
| sky130_fd_sc_hd__clkdlybuf4s50_1 | 0 | 9 |
| sky130_fd_sc_hd__ha_1 | 2 | 2 |
| sky130_fd_sc_hd__o21ai_1 | 7 | 7 |
| sky130_fd_sc_hd__xor2_1 | 11 | 11 |
| sky130_fd_sc_hd__o31a_1 | 4 | 4 |
| sky130_fd_sc_hd__nor3_1 | 7 | 7 |
| sky130_fd_sc_hd__nand4b_1 | 2 | 2 |
| sky130_fd_sc_hd__and3_1 | 2 | 2 |
| sky130_fd_sc_hd__nor4b_1 | 2 | 2 |
| sky130_fd_sc_hd__nand3_1 | 4 | 4 |
| sky130_fd_sc_hd__nand4_1 | 2 | 2 |
| sky130_fd_sc_hd__dfrtp_1 | 14 | 14 |
| sky130_fd_sc_hd__a21boi_0 | 5 | 5 |
| sky130_fd_sc_hd__a211oi_1 | 7 | 7 |
| sky130_fd_sc_hd__a31oi_1 | 5 | 5 |
| sky130_fd_sc_hd__clkbuf_8 | 0 | 3 |
| sky130_fd_sc_hd__a21oi_1 | 7 | 7 |
| sky130_fd_sc_hd__a22oi_1 | 4 | 4 |
| sky130_fd_sc_hd__buf_4 | 3 | 9 |
| sky130_fd_sc_hd__inv_1 | 11 | 11 |
| sky130_fd_sc_hd__mux2i_1 | 7 | 7 |
| sky130_fd_sc_hd__a21o_1 | 3 | 3 |
| sky130_fd_sc_hd__nor2b_1 | 6 | 6 |
| sky130_fd_sc_hd__nand2_1 | 11 | 11 |
| sky130_fd_sc_hd__nor2_1 | 10 | 10 |
## critical path: cells and delay by family
family / cells / cell delay [ps]
compound gates: 6 / 1460
buf+inv: 2 / 600
simple gates: 2 / 610
No activity file was given, so power comes from the tool's default toggle rates.
