==> ./design.v <==
module binary_adder_4bit (
    input  logic [3:0] A,  
    input  logic [3:0] B, 
    output logic [3:0] SUM, 
    output logic COUT      
);
    logic [3:0] carry;     
    logic [3:0] xor_ab;    
    logic [3:0] and_ab;  
    logic [3:0] sum_intermediate; 
    assign xor_ab[0] = ~(~A[0] & ~B[0]) & ~(A[0] & B[0]); 
    assign and_ab[0] = A[0] & B[0]; 
    assign sum_intermediate[0] = ~(~xor_ab[0] & ~1'b0) & ~(xor_ab[0] & 1'b0); 
    assign carry[0] = and_ab[0]; 
    assign xor_ab[1] = ~(~A[1] & ~B[1]) & ~(A[1] & B[1]);
    assign and_ab[1] = A[1] & B[1]; 
    assign sum_intermediate[1] = ~(~xor_ab[1] & ~carry[0]) & ~(xor_ab[1] & carry[0]); 
    assign carry[1] = and_ab[1] | (carry[0] & xor_ab[1]);
    assign xor_ab[2] = ~(~A[2] & ~B[2]) & ~(A[2] & B[2]); 
    assign and_ab[2] = A[2] & B[2];
    assign sum_intermediate[2] = ~(~xor_ab[2] & ~carry[1]) & ~(xor_ab[2] & carry[1]); 
    assign carry[2] = and_ab[2] | (carry[1] & xor_ab[2]); 
    assign xor_ab[3] = ~(~A[3] & ~B[3]) & ~(A[3] & B[3]); 
    assign and_ab[3] = A[3] & B[3]; 
    assign sum_intermediate[3] = ~(~xor_ab[3] & ~carry[2]) & ~(xor_ab[3] & carry[2]); 
    assign carry[3] = and_ab[3] | (carry[2] & xor_ab[3]);
    assign SUM = sum_intermediate; 
    assign COUT = carry[3];
endmodule
==> ./run.sh <==
#!/bin/bash
# OpenROAD 26Q1-2900-gdf79404cd8, Yosys 0.63+post, stock flow scripts
make -C /OpenROAD-flow-scripts/flow DESIGN_CONFIG=/design/flow/config.mk WORK_HOME=/design/flow/orfs finish
==> ./config.mk <==
export PLATFORM = sky130hd
export DESIGN_NAME = binary_adder_4bit
export DESIGN_NICKNAME = binary_adder_4bit
export VERILOG_FILES = /design/flow/design.v
export SDC_FILE = /design/flow/constraint.sdc
export NUM_CORES = 4
export LEC_CHECK = 1
export CORE_AREA = 10 10 70 70
export DIE_AREA = 0 0 80 80
==> ./constraint.sdc <==
current_design binary_adder_4bit

set clk_period 1.9
set clk_io_pct 0.2

create_clock -name clk0 -period $clk_period

set non_clock_inputs [all_inputs -no_clocks]
set_input_delay [expr $clk_period * $clk_io_pct] -clock clk0 $non_clock_inputs
set_output_delay [expr $clk_period * $clk_io_pct] -clock clk0 [all_outputs]
==> ci_impl_report.md <==
## PnR job results

| Metric | Value |
|---|---|
| Status | `finished with violations` |
| Failing checks | `setup timing` |
| Flop pwr share | `0` |
| Final worst slack | `-0.351 ns` |
| Critical path, cell by cell | `buf_6, ha_4, inv_2, fa_2, inv_2, fa_2, inv_2, fa_2, inv_2, buf_2` |
| Iteration-0 DRC Markers | `0` |
| WL final | `approximately 400 µm` |
| Synth cell types | `3` |
| Hold_sp | `B[1]` |
| Power share of the clock group | `0` |
| Most numerous cell in the Yosys netlist | `inv_1` |
| First-pass GRT wire length | `around 710 µm` |
| Comb power frac | `1.000` |
| Filler Cells Inserted | `410` |
| Post-Place Worst Slack | `-1.19 ns` |
| HP Class | `in2out` |
| WHS | `1.35 ns` |
| Maximum number of pins on one net before global-route repair | `2` |
| Post-DP HPWL | `390 µm` |
| Mapped Avg Cell Area | `slightly below 8 µm²` |
| Post-route ant nets | `0` |
| Drt pass-1 iters | `1` |
| Row count | `21` |
| Synth top area cells | `fa_1 55%, inv_1 34%, ha_1 11%` |
| Total power | `59.0 µW` |
| Flop Count | `0` |
| NetSw | `21.2 µW` |
| Sw Ratio | `0.359` |
| Initial antenna violation count | `0` |
| Die height | `~80 µm` |
| Hold Vio Cnt, Final | `0` |
| Core Util, Final | `0.0861` |
| Slowest cell on the critical path | `fa_2` |
| Crit path capture type | `primary output` |
| DRC | `0` |
| GRT Total Usage | `0.0134` |
| Top cells by count, synth | `10 x inv_1, 3 x fa_1, 1 x ha_1` |
| WHS Path Cells | `5` |
| Tool Warnings | `35` |
| Worst slew pin tran | `0.0951 ns` |
| Max-cap viol count | `0` |
| Largest delay contributor family on the critical path | `adder cells` |
| RSZ-0062 raised after global routing | `true` |
| CP bufs+invs | `6` |
| # port buffers | `13` |
| Total number of vias | `~110` |
| Ys cells | `14` |
| Static leakage | `0.128 nW` |
| Wirelength per Cell | `around 5.6 µm` |
| IR drop worst, VDD | `about 0.000056 V` |
| Synth warn | `0` |
| Synthesis-to-finish area growth | `167%` |
| Most frequent CP cell | `inv_2` |
| Finished Layout Cells | `roughly 73` |
| Required time of the worst setup path | `roughly 1.5 ns` |
| Gr ovfl total | `0` |
| Final Critical Period | `~2.3 ns` |
| Crit path max fanout | `1` |
| Hold EP | `SUM[1]` |
| Sequential cell area | `0 µm²` |
| Die area | `approximately 0.0064 mm²` |
| Routability cong. | `about 0.78` |
| I/O pin count | `13` |
| Hold Buf Count CTS | `0` |
| Initial core utilization | `0.0322` |
| Yosys stat chip area | `around 110 µm²` |
| Fraction of the yosys area taken by sequential cells | `0` |
| Critical path class | `in2out` |
| Final Max Tran Viols | `0` |
| Cell Area, Synth | `roughly 110 µm²` |
| Vias in the first global route | `148` |
| Setup violators final | `2` |
| Relative slew margins | `0.936` |
| Routed vias/inst | `about 1.5` |
| Worst Setup Start Kind | `input port` |
| Dominant cell area share | `0.545` |
| Final period utilization | `1.18` |
| Die width | `~80 µm` |
| CP Data Arrival Time | `~1.9 ns` |
| Fmax | `about 0.44 GHz` |
| Yosys top cell by area | `fa_1` |
| Inserted Diodes | `0` |
| Area of the core | `about 0.0034 mm²` |
| Internal power | `37.8 µW` |
| Power density over the cells | `201 mW/mm²` |
| Post-Syn Instances | `14` |
| Post-Place Cells | `approximately 73` |
| Gate Area | `about 93 µm²` |
| Layout cell share with drive strength beyond 1 | `0.667` |
| Clock buffers | `0` |
| Crit path largest cell delay | `0.52 ns` |
repair_timing:
item / CTS / global route
pin swaps: 3 / 2
gates resized: 33 / 5
setup buffers: 0 / 0
setup endpoints to repair: 5 / 3
power groups by stage:
stage     combinational (mW)  sequential [mW]  clock, mW
4_1_cts               0.0597                0          0
5_1_grt               0.0728                0          0
6_report              0.0590                0          0
layer usage:
layer	global-route usage	part of all wire	vias up	wire length, µm
met5	0	0	-	0
met2	0.0185	0.37	9	150
li1	-	-	59	-
met4	0	0	0	0
met1	0.0199	0.50	45	204
met3	0.00568	0.13	0	55
area by class of cell:
type,instances,share of cell area
Inverter,10,0.128
Multi-Input combinational cell,4,0.315
Tap cell,46,0.196
Timing Repair Buffer,13,0.362
metrics by stage:
step,setup TNS (ns),cell area [µm²]
global placement,-3.51,298
detailed placement,-3.52,298
CTS,-0.680,298
global route,-0.741,294
finish,-0.500,294
floorplan,-0.112,110
how the worst max path moves through the flow:
stage | startpoint | endpoint | slack, ns | cells past startpoint
4_1_cts | B[0] | SUM[3] | -0.42 | 10
5_1_grt | B[0] | SUM[3] | -0.44 | 10
6_report | B[0] | SUM[3] | -0.35 | 10
cells in the final DEF (no fill, tap or decap):
master / count
inv_2: 7
buf_2: 4
ha_4: 1
inv_1: 3
buf_6: 2
clkbuf_2: 1
dlygate4sd2_1: 1
fa_2: 3
clkdlybuf4s50_1: 5
cells by family after synthesis:
logic type / Yosys count / synth area share
fa+ha+maj: 4 / 0.659
buf+inv: 10 / 0.341
Power is estimated from default activity; no workload was simulated.
